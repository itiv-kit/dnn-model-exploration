==> flow/config.mk <==
export PLATFORM = sky130hd
export DESIGN_NAME = compressor
export DESIGN_NICKNAME = compressor
export VERILOG_FILES = /design/flow/design.v
export SDC_FILE = /design/flow/constraint.sdc
export NUM_CORES = 4
export LEC_CHECK = 1
export CORE_UTILIZATION = 50
==> flow/constraint.sdc <==
current_design compressor

set clk_period 9.0
set clk_io_pct 0.2

create_clock -name clk0 -period $clk_period [get_ports {clk}]

set non_clock_inputs [all_inputs -no_clocks]
set_input_delay [expr $clk_period * $clk_io_pct] -clock clk0 $non_clock_inputs
set_output_delay [expr $clk_period * $clk_io_pct] -clock clk0 [all_outputs]
==> flow/design.v <==
`resetall
module compressor
#(  parameter MAXBITWIDTH = 16,
    parameter OUTPUT_BITWIDTH = 16, 
    parameter BUFFER_SIZE = OUTPUT_BITWIDTH+2*MAXBITWIDTH,  
    parameter OUTPUT_LSB = MAXBITWIDTH,
    parameter OUTPUT_MSB = OUTPUT_LSB + OUTPUT_BITWIDTH-1
) (
    input wire clk, rstn,
    input wire [MAXBITWIDTH-1:0] mask_valid_bits, 
    input wire [$clog2(MAXBITWIDTH):0] bitwidth_d,
    input wire rcv_valid,
    input wire [MAXBITWIDTH-1:0] rcv_data,
    input wire [31:0] num_of_output_values, 
    output reg rcv_ready, 
    output reg trm_valid,
    output wire [OUTPUT_BITWIDTH-1:0] trm_data,
    output wire trm_last,
    input wire trm_ready
);
    reg tmp__rcv_ready,  tmp__trm_last, tmp__trm_valid;
    wire tmp__rcvd_last;
    reg [2:0] tmp__fsm;  
    reg [(BUFFER_SIZE)-1:0] loop_register__data;
    reg [(BUFFER_SIZE)-1:0] loop_register__valid;
    reg [$clog2(MAXBITWIDTH):0] temp__number_shifts, shifting_module__shifts; 
    wire tmp__reg__lower_byte__complete_valid;
    wire tmp__reg__buffer_excpet_output_valid_somewhere;
    wire tmp__reg__buffer_overflow_happend;
    reg [31:0] tmp__cnt_num_of_values;
    wire tmp__ram_expect_overflow, tmp__ram_expect_ready;
    reg [4:0] prev_tzc;
    wire [MAXBITWIDTH-1:0] pow_shifts;
    wire tzd_z;
    wire [3:0] tzd_out;
    wire tzd_z_l;
    wire [3:0] tzd_out_l;
    wire tzd_z_h;
    wire [3:0] tzd_out_h;
    always @(posedge(clk)) begin
        if (!rstn)
        begin
            loop_register__valid <= 0;
            tmp__fsm <= 0;
            rcv_ready <= 0;
            trm_valid <= 0;
            tmp__trm_last <= 0;
            temp__number_shifts <= 0;
            tmp__cnt_num_of_values <= 0;
        end
        else 
        begin
            prev_tzc <= bitwidth_d - tzd_out;
            case (tmp__fsm)
                0: begin
                    trm_valid <= 0;
                    if (!tmp__trm_last) begin
                        if (rcv_valid) begin
                            tmp__fsm <= 1;
                        end
                    end
                end
                1: begin  
                    if (trm_valid) begin
                        trm_valid <= 1'b0;
                        loop_register__valid[OUTPUT_MSB:OUTPUT_LSB] <= 0;
                    end
                    if(rcv_valid) begin
                        loop_register__data[BUFFER_SIZE-1:BUFFER_SIZE-MAXBITWIDTH] <= rcv_data; 
                        loop_register__valid[BUFFER_SIZE-1:BUFFER_SIZE-MAXBITWIDTH] <= mask_valid_bits; 
                        tmp__cnt_num_of_values <= tmp__cnt_num_of_values + 1;
                        rcv_ready <= 1'b1;
                        tmp__fsm <= 2;
                    end
                end
                2: begin  
                    loop_register__data <= loop_register__data >> bitwidth_d;
                    loop_register__valid <= loop_register__valid >> bitwidth_d;
                    rcv_ready <= 1'b0;
                    if (tmp__ram_expect_overflow) begin
                        tmp__fsm <= 4;
                        loop_register__valid <= 0;
                    end
                    else if (tmp__rcvd_last) begin
                        if (loop_register__valid[OUTPUT_LSB]) begin
                            if (trm_ready) begin
                                trm_valid <= 1'b1;
                                tmp__trm_last <= 1'b1;
                                tmp__fsm <= 0;
                            end
                        end
                        else begin
                            tmp__fsm <= 3;
                        end
                    end
                    else if (rcv_valid) begin
                        if (trm_ready) begin
                            trm_valid <= tmp__ram_expect_ready;
                            tmp__fsm <= 1;
                        end
                    end
                    else begin
                        tmp__fsm <= 0;
                    end
                end
                3: begin  
                    if (!tzd_z) begin  
                        if (trm_ready) begin
                            loop_register__data <= loop_register__data >> tzd_out;
                            trm_valid <= 1'b1;
                            tmp__trm_last <= 1'b1;
                            tmp__fsm <= 0;
                        end
                    end 
                    else begin  
                        loop_register__data <= loop_register__data >> MAXBITWIDTH;
                        loop_register__valid <= loop_register__valid >> MAXBITWIDTH;
                    end
                end
                4: begin  
                    loop_register__data <= loop_register__data << (prev_tzc);
                    loop_register__valid[BUFFER_SIZE-1:OUTPUT_MSB+1] <= pow_shifts;
                    temp__number_shifts <= prev_tzc;  
                    if (trm_ready) begin
                        trm_valid <= 1'b1;
                        tmp__fsm <= 5;
                    end
                end
                5: begin  
                    loop_register__data <= loop_register__data >> temp__number_shifts;
                    loop_register__valid <= loop_register__valid >> temp__number_shifts;
                    temp__number_shifts <= 0;
                    trm_valid <= 0;
                    if (tmp__rcvd_last) begin
                        if (loop_register__valid[OUTPUT_LSB]) begin
                            if (trm_ready) begin
                                trm_valid <= 1'b1;
                                tmp__trm_last <= 1'b1;
                                tmp__fsm <= 0;
                            end
                        end
                        else begin
                            tmp__fsm <= 3;
                        end
                    end
                    else if (rcv_valid) begin
                        tmp__fsm <= 1;
                    end
                    else begin
                        tmp__fsm <= 0;
                    end
                end
                default: begin
                    tmp__fsm <= 0;
                end
            endcase
        end
    end
    assign trm_last = tmp__trm_last;
    assign trm_data = loop_register__data[OUTPUT_MSB:OUTPUT_LSB];
    assign  tmp__rcvd_last = (tmp__cnt_num_of_values == num_of_output_values) ? 1'b1 : 1'b0;  
    assign tmp__ram_expect_overflow = tzd_out < bitwidth_d  && !tzd_z ? 1'b1 : 1'b0; 
    assign tmp__ram_expect_ready = tzd_out == bitwidth_d && !tzd_z ? 1'b1 : 1'b0; 
    assign pow_shifts = (2**prev_tzc)-1;
    tzd tzd_low (loop_register__valid[OUTPUT_LSB+15:OUTPUT_LSB], tzd_z_l, tzd_out_l);  
    assign tzd_z = tzd_z_l ; 
    assign tzd_out[3:0] = tzd_out_l ;  
endmodule
module lzd_4_2 (
	input wire [3:0] in,
	output wire [1:0] out,
	output wire zero
);
	assign out[0] = ~in[3] & ( ~in[2] & ~in[1] || in[2]);
	assign out[1] = ~(in[3] || in[2]);
	assign zero = (in == 0) ? 1'b1 : 1'b0;
endmodule
module lzd (
	input wire [15:0] in,
	output wire zero,
	output wire [3:0] out
);
wire [1:0] res_0, res_1, res_2, res_3, res_4;
wire z0, z1, z2, z3;
lzd_4_2 mod_lzd_0 (in[3:0], res_0, z0);
lzd_4_2 mod_lzd_1 (in[7:4], res_1, z1);
lzd_4_2 mod_lzd_2 (in[11:8], res_2, z2);
lzd_4_2 mod_lzd_3 (in[15:12], res_3, z3);
lzd_4_2 mod_lzd_4 ({~z3,~z2,~z1,~z0},res_4, zero);
assign out[3] = res_4[1];
assign out[2] = res_4[0]; 
assign out[1:0] = res_4[1:0]  == 2'b00 ? res_3 : (res_4[1:0]  == 2'b01 ? res_2 : (res_4[1:0]  == 2'b10 ? res_1 : res_0));
endmodule 
module tzd_4_2 (
	input wire [0:3] in,
	output wire [1:0] out,
	output wire zero
);
	assign out[0] = ~in[3] & ( ~in[2] & ~in[1] || in[2]);
	assign out[1] = ~(in[3] || in[2]);
	assign zero = (in == 0) ? 1'b1 : 1'b0;
endmodule
module tzd (
	input wire [15:0] in,
	output wire zero,
	output wire [3:0] out
);
wire [1:0] res_0, res_1, res_2, res_3, res_4;
wire z0, z1, z2, z3;
tzd_4_2 mod_lzd_0 (in[3:0], res_0, z0);
tzd_4_2 mod_lzd_1 (in[7:4], res_1, z1);
tzd_4_2 mod_lzd_2 (in[11:8], res_2, z2);
tzd_4_2 mod_lzd_3 (in[15:12], res_3, z3);
tzd_4_2 mod_lzd_4 ({~z3,~z2,~z1,~z0},res_4, zero);
assign out[3] = res_4[1];
assign out[2] = res_4[0]; 
assign out[1:0] = res_4[1:0]  == 2'b00 ? res_0 : (res_4[1:0]  == 2'b01 ? res_1 : (res_4[1:0]  == 2'b10 ? res_2 : res_3));
endmodule 
==> flow/run.sh <==
#!/bin/bash
# OpenROAD 26Q1-2900-gdf79404cd8, Yosys 0.63+post, stock flow scripts
make -C /OpenROAD-flow-scripts/flow DESIGN_CONFIG=/design/flow/config.mk WORK_HOME=/design/flow/orfs finish
==> ci_impl_report.md <==
## Implementation flow summary

| Metric | Value |
|---|---|
| Status | `finished clean` |
| Max clock buf depth | `2` |
| Core Box Area | `27200 sq um` |
| Initial antenna violation count | `1` |
| Critical path type | `input pin to flop` |
| H-Tree Depth | `4` |
| FMAX | `0.208 GHz` |
| NetSw | `1.59 mW` |
| Hold Fails Final Rpt | `0` |
| Synth top cell by count | `nand2_1` |
| PortBufs | `91` |
| Post-synth area from yosys stat | `14000 sq um` |
| Syn_area_per_cell | `7.95 sq um` |
| Post-route cell area | `15600 sq um` |
| Period utilization | `53.5%` |
| Pre-antenna DRT Iters | `10` |
| Cell type with the largest total area | `mux2i_1` |
| Reg clk slew, reported paths | `60 ps` |
| Count of different cell masters after synthesis | `89` |
| Number of post-CTS setup repair buffers | `0` |
| RSZ-0062 raised after global routing | `no` |
| Seq share, synth | `22.6%` |
| Warnings from Yosys | `1` |
| Worst Path Arrival | `4990 ps` |
| Die H | `169 um` |
| CTS buffer count | `17` |
| Root buf cell | `clkbuf_16` |
| Die width | `169 um` |
| Relative slew slack | `31.8%` |
| I/O pins | `92` |
| Biggest area cells | `mux2i_1 16%, edfxtp_1 11%, dfxtp_1 11%` |
| DRT antenna net count | `0` |
| Wire length per cell | `26.0 um` |
| Ys flop type | `dfxtp_1` |
| Registers, synthesis | `131` |
| Sequential share of power | `21.7%` |
| Detailed-route via count | `14400` |
| Hold Path Class | `flop to flop` |
| Power per cell area | `218 nW/um^2` |
| Max cap viols | `0` |
| Share of cells above drive strength 1 | `10.5%` |
| DIE AREA | `28600 sq um` |
| LEAKAGE | `6.18 nW` |
| Post-synth EDFFs | `53` |
| First-pass GRT wire length | `83.2 mm` |
| DRC | `0` |
| Routability cong. | `1.02` |
| Tool Warnings | `25` |
| Critical Path Sink Type | `flop` |
| Ys async rst share | `0%` |
| Total GRT Usage | `40.0%` |
| Min cycle time layout | `4820 ps` |
| Top post-synthesis cells by count | `240 x nand2_1, 218 x mux2i_1, 148 x o21ai_0` |
| Row cnt | `60` |
| VDD IR max | `0.144 mV` |
| Comb area | `10000 sq um` |
| Area grow syn2layout | `11.7%` |
| Yosys Instances | `1756` |
| Total gr overflow | `0` |
| Post-CTS resize count | `0` |
| Worst Tran Pin Value | `1010 ps` |
| Crit start category | `input pin` |
| Register area | `3160 sq um` |
| FILL cells | `2487` |
| Setup TNS | `0 ps` |
| Clock Power Share | `21.6%` |
| Synth top area share | `15.6%` |
| Slew Limit Fails | `0` |
| Final core utilization | `57.4%` |
| Synth Cell Area | `14000 sq um` |
| Final Setup Violations | `0` |
| Via count of the first global-routing pass | `13500` |
| Largest net degree at the start of global routing | `83` |
| CP Data Required Time | `9170 ps` |
| Iter 0 DRT Violations | `1672` |
| CTS tree | `done` |
| Post-DP HPWL | `39.1 mm` |
| Synth Instances | `1756` |
| Clk latency of the worst-skew pair | `440 ps` |
| Initial Utilization | `51.4%` |
| Final Skew | `15.3 ps` |
| Via density | `6.75` |
| Routed wire length | `55.4 mm` |
| Sw Ratio | `46.9%` |
| CP max FO | `45` |
| Comb pwr share | `56.8%` |
| Clock sinks | `131` |
| Internal | `1.81 mW` |
| Hold Buf Count CTS | `0` |
| Placed cell areas | `15000 sq um` |
[final cells by class]
class                   instances  area share, %
multi-input cells            1434           64.3
flip-flops and latches        131           20.2
inverters                      31          0.746
well taps                     372           2.98
repair buffers                133           7.83
clock buffers                  18           2.89
clock inverters                14           1.03
diodes                          1         0.0160
[flip-flops by register name, indices dropped and copies added (netlist names)]
register,count
tmp__trm_last,1
rcv_ready,1
temp__number_shifts,5
tmp__cnt_num_of_values,32
loop_register__data,48
loop_register__valid,32
prev_tzc,5
trm_valid,1
tmp__fsm,6
[per-stage QoR]
stage	hold WS [ps]	worst slack [ps]	power, mW	cells
2_1_floorplan	457	4920	2.08	1756
3_3_place_gp	473	3830	2.62	2101
3_5_place_dp	489	3790	2.61	2101
4_1_cts	503	4240	3.35	2133
5_1_grt	515	4090	3.55	2134
6_report	502	4180	3.40	2134
[worst max-delay path: stages]
cell	delay, ps
clkdlybuf4s50_1	520
a21boi_1	380
and2_4	650
mux2_1	400
mux2_4	300
mux2i_1	230
nand2_1	110
a31o_1	240
or3_1	360
[power by group through the flow]
stage / Sequential, mW / Clock (mW) / Combinational [mW]
finish: 0.737 / 0.734 / 1.93
CTS: 0.734 / 0.740 / 1.88
global route: 0.738 / 0.765 / 2.05
[layer usage]
metal | wire length (um) | global-route usage (%) | share of wire, %
met5 | 0 | 0.870 | 0
met4 | 2880 | 16.9 | 5.2
met3 | 6050 | 10.9 | 11
met2 | 24900 | 60.7 | 45
met1 | 21600 | 55.0 | 39
[placed cells by master, fill, tap and decap left out, types with 11 or more instances in the layout]
cell             count
buf_4               42
nand4_1             12
a22oi_1             18
nor2b_1             11
o21ai_0            147
and2_1              31
a21o_1              12
o211a_1             16
o21a_1              11
edfxtp_1            53
nor3_1              18
mux4_2              32
a221oi_1            22
xnor2_1             46
a21boi_0            11
a31oi_1             18
a21oi_1            107
nor2_1             127
mux2i_1            217
clkdlybuf4s50_1     90
mux2_2              34
nand3_1             70
clkbuf_16           18
o211ai_1            23
inv_1               26
nand2_1            240
dfxtp_1             77
xor2_1              12
[path summary, 6_finish.rpt]
path,startpoint,slack [ps],end,depth (start not counted)
worst min register to register,temp__number_shifts[2],500,temp__number_shifts[2],2
worst max register to register,loop_register__valid[16],4970,loop_register__valid[24],14
worst min-delay path,temp__number_shifts[2],500,temp__number_shifts[2],2
worst max-delay path,bitwidth_d[2],4180,loop_register__data[3],9
[cells by family (layout without fill, tap and decap cells)]
family	Yosys count	after routing	share of synthesized area (%)
fa+ha+maj	7	7	0.681
mux	288	288	23.9
xor+xnor	58	58	3.64
other cells	0	1	0
flops	131	131	22.6
simple gates	566	566	18.5
buf+inv	191	196	6.14
compound gates	515	515	24.6
Power and IR drop assume default switching activity.
