**config.mk**
```make
export PLATFORM = sky130hd
export DESIGN_NAME = fp_multiplication_fp_32
export DESIGN_NICKNAME = fp_multiplication_fp_32
export VERILOG_FILES = /design/flow/design.v
export SDC_FILE = /design/flow/constraint.sdc
export NUM_CORES = 4
export LEC_CHECK = 1
export CORE_UTILIZATION = 40
```
**constraint.sdc**
```tcl
current_design fp_multiplication_fp_32

set clk_period 12.7
set clk_io_pct 0.2

create_clock -name clk0 -period $clk_period [get_ports {clk}]

set non_clock_inputs [all_inputs -no_clocks]
set_input_delay [expr $clk_period * $clk_io_pct] -clock clk0 $non_clock_inputs
set_output_delay [expr $clk_period * $clk_io_pct] -clock clk0 [all_outputs]
```
**design.v**
```verilog
module fp_multiplication_fp_32
#(
    parameter PIPELINE_LENGTH = 6  
) (
    input wire clk, rstn,
    input wire values_rdy,
    input wire [31:0] fp_value_1,
    input wire [31:0] fp_value_2,
    output reg result_rdy,
    output reg [31:0] result
);
    reg [7:0] tmp__exponent_products [1:PIPELINE_LENGTH-1] ;
    reg [7:0] tmp__exponent_1  ;
    reg [7:0] tmp__exponent_2  ;
    reg [22:0] tmp__mantissa_1  ;  
    reg [22:0] tmp__mantissa_2 ;  
    reg [45:0] tmp__mantissas_product ; 
    reg [24:0] tmp__mantissa [2:PIPELINE_LENGTH-1] ;  
    reg [PIPELINE_LENGTH-1:0] tmp__product_sign, tmp__pipe_valid;
    always @(posedge(clk)) begin
        if (!rstn) begin
            tmp__pipe_valid <= 0;
        end
        else begin
            tmp__pipe_valid <= tmp__pipe_valid << 1;
            tmp__pipe_valid[0] <= values_rdy;
            tmp__product_sign <= tmp__product_sign << 1; 
            tmp__product_sign[0] <=  fp_value_1[31] ^ fp_value_2[31];   
            tmp__exponent_1 <= {1'b0,  fp_value_1[30:23]} ; 
            tmp__exponent_2 <= {1'b0,  fp_value_2[30:23]} ; 
            tmp__mantissa_1 <= fp_value_1[30:23]  == 0 ? 0 : {1'b1, fp_value_1[22:1]}  ;
            tmp__mantissa_2 <= fp_value_2[30:23]  == 0 ? 0 : {1'b1, fp_value_2[22:1]}  ;
            tmp__exponent_products[1] <=  tmp__exponent_1 +  tmp__exponent_2 ;
            tmp__mantissas_product <=  tmp__mantissa_1 * tmp__mantissa_2;
            tmp__exponent_products[2]  <=  tmp__exponent_products[1]   + 8'b10000001 + 1;  
            tmp__mantissa[2] <= tmp__mantissas_product[45:21] ; 
            if(!tmp__mantissa[2][24] ) begin
                tmp__mantissa[3] <= tmp__mantissa[2] << 1;
                tmp__exponent_products[3] <= tmp__exponent_products[2] + 8'b11111111;
            end 
            else begin
                tmp__mantissa[3] <= tmp__mantissa[2] ;
                tmp__exponent_products[3]<= tmp__exponent_products[2];
            end
            if(!tmp__mantissa[3][24] ) begin
                tmp__mantissa[4] <= tmp__mantissa[3] << 1;
                tmp__exponent_products[4] <= tmp__exponent_products[3] + 8'b11111111;
            end 
            else begin
                tmp__mantissa[4] <= tmp__mantissa[3] ;
                tmp__exponent_products[4] <= tmp__exponent_products[3];
            end
            if (tmp__mantissa[4][0] ) begin
                tmp__mantissa[5] <= tmp__mantissa[4] +1;
                tmp__exponent_products[5] <= tmp__exponent_products[4];
            end
            else begin 
                tmp__mantissa[5] <= tmp__mantissa[4] ;
                tmp__exponent_products[5] <= tmp__exponent_products[4];
            end
        end
        result_rdy <= tmp__pipe_valid[PIPELINE_LENGTH-1]; 
        result <= tmp__mantissa[PIPELINE_LENGTH-1][24:1]  == 0 ? {tmp__product_sign[PIPELINE_LENGTH-1], 8'd0 ,  23'd0  } :  {tmp__product_sign[PIPELINE_LENGTH-1], tmp__exponent_products[PIPELINE_LENGTH-1][7:0] ,  tmp__mantissa[PIPELINE_LENGTH-1][23:1]  };
    end
endmodule
```
**run.sh**
```bash
#!/bin/bash
# OpenROAD 26Q1-2900-gdf79404cd8, Yosys 0.63+post, stock flow scripts
make -C /OpenROAD-flow-scripts/flow DESIGN_CONFIG=/design/flow/config.mk WORK_HOME=/design/flow/orfs finish
```
==> summary.txt <==
run metrics: # DRC=10, yosys warns=3, Fin Clk Skew=10.7 ps, P&R area growth vs syn=11.3%, Clock Pin Slew Worst Setup and Hold Paths=60 ps, Die Y=261 um, floorplan die width=261 um, Final min period=7210 ps, I/O Buffers=97, Post-synth EDFFs=232, final setup violating endpoints=0, # fillers=5750, Synth flops=271, DR vias/cell=4.76, Slew headroom=40.7%, CP Launch Type=flop, Dominant Register Cell=edfxtp_1, Chip Area=0.0679 mm2, final tally of hold violations=0, first-pass GRT wire length=91.1 mm, largest net degree at the start of global routing=131, RSZ-0062 raised after global routing=false, post-CTS setup buffers=0, synth unique cells=59, worst slew pin tran=890 ps, outcome=complete, but fails checks, I/O pin cnt=100, Tot GR Track Use=18.3%, Worst R2R Path Depth=22, register share after synthesis=28.9%, routed len/inst=15.9 um, Max-Cap Viols=0, dpl hpwl=38.1 mm, critical path required time=13050 ps, root buffer cell=clkbuf_16, post-CTS sizing=0, asr flop ratio synth=0%, yosys synthesis chip area=0.0268 mm2, drt first pass iters=46, # rows=94, most frequent logic cell in the layout=inv_1, setup tns final=0 ps, Placed Cells=3360, H-tree Lvls=1, crit end category=flop, mapped cell area=0.0268 mm2, Vias=16300, 1st-iter DRT viols=644, Synth Area per Inst=10.8 um2, Clock Latency Late Sink=600 ps, OpenROAD warning count=29, Routed Antenna Nets=0, Peak Freq=139 MHz, crit path DAT=7550 ps, post-route cell area=0.0298 mm2, final worst-path cycle share=56.7%, cts bufs inserted=31, failing checks=design-rule violations, total gr overflow=0, Mapped Cells=2474, worst hold stages=0, CTS max path bufs=3, clk sinks=271, ANT cells=0, initial antenna violation count=0, kind of critical path=flop to flop, Crit Path Max Fanout=23, cts hold-fix bufs=0, layout cells sized above 1=6.70%, most frequent cells in the layout=inv_1, fa_1, nand2_1, worst hold path class=flop to flop, CTS tree=done, GPL Wtd Cong=0.908, ys cells=2474, routed wire length=54.2 mm, core region area=0.0660 mm2, Slew Limit Fails=0, Non-Filler Instances=3418, fp_density=40.6%, vias in the first global route=17900, DP Area=0.0287 mm2
-- path summary, 6_finish.rpt --
| check | slack (ps) | end | startpoint |
|---|---|---|---|
| min reg2reg | 330 | result_rdy | tmp__pipe_valid[5] |
| min | 330 | result_rdy | tmp__pipe_valid[5] |
| max | 5490 | tmp__mantissas_product[42] | tmp__mantissa_1[12] |
| max reg2reg | 5490 | tmp__mantissas_product[42] | tmp__mantissa_1[12] |
-- cells by family after synthesis --
logic type,share of synthesized area [%]
adders and majority gates,41.2
muxes,1.97
DFF,28.9
xor gates and xnor gates,2.49
buffers and inverters,8.82
AOI/OAI and AO/OA,2.75
and+or+nand+nor,13.8
-- state kept, by name, summed over array words and instances, names as in the netlist --
signal	flops
tmp__pipe_valid	6
tmp__exponent_products	40
tmp__mantissa_1	23
tmp__mantissas_product	25
tmp__exponent_1	8
tmp__mantissa	99
tmp__mantissa_2	23
result_rdy	1
tmp__product_sign	6
result	32
tmp__exponent_2	8
-- metal layers --
metal,up-vias,global-route usage (%),wire length (um)
li1,7670,-,-
met3,78,9.02,6470
met4,0,3.07,1070
met1,7889,26.2,22700
met2,645,27.1,24000
met5,-,0.356,0
-- area by class of cell --
cell class / count / area [um2] / area share, %
clock inverter: 17 / 118 / 0.395
sequential: 271 / 7750 / 26.0
inverter: 503 / 1890 / 6.34
tap: 864 / 1080 / 3.63
timing repair buffer: 148 / 1370 / 4.60
clock buffer: 41 / 918 / 3.08
multi-input combinational: 1574 / 16700 / 55.9
-- cell usage after synthesis, types with 2 or more instances --
cell      number  area, um2
edfxtp_1     232       6970
and3_1        12       75.1
and2_1       297       1860
dfxtp_1       39        781
o21ai_1        2       10.0
a21oi_1       35        175
mux2_2        46        518
nand2b_1       4       25.0
nor4_1        13       81.3
buf_1          3       11.3
fa_1         438       8770
a21o_1        10       75.1
nor2_1        23       86.3
and4_1         3       26.3
or3_1          2       12.5
inv_1        503       1890
a31oi_1        5       31.3
or2_2          2       12.5
nand2_1      322       1210
a21oi_2        2       17.5
a21o_2         3       26.3
o21ai_4        2       32.5
clkbuf_1     123        462
o21bai_1       7       52.6
nor2b_1        9       56.3
o21ai_0       11       55.1
xnor2_1       47        412
ha_1         180       2250
o211ai_1       4       30.0
nor3_1         6       30.0
a211oi_1       5       37.5
nand4_1       13       81.3
nand3_1       17       85.1
xor2_1        29        254
-- critical path, stage by stage, from the launching register on --
cell and delay (ps):
edfxtp_1 350, buf_4 260, and2_1 230, fa_1 530, inv_1 50, fa_1 470, inv_1 60, fa_1 480
fa_1 580, fa_1 460, fa_1 510, inv_1 60, fa_1 470, inv_1 40, ha_1 380, a21oi_1 460
nor2_1 100, a211oi_1 390, o211ai_1 260, o21ai_4 260, o21ai_2 130, a31o_1 230, and3_1 180
-- stage by stage --
step / worst slack, ps / util [%] / hold slack [ps]
after global routing: 5190 / 45.1 / 341
final: 5490 / 45.1 / 325
after detailed placement: 5520 / 43.6 / 314
after CTS: 5500 / 45.1 / 329
after floorplan: 6260 / - / 310
after global placement: 5570 / 43.6 / 312
