==> design/flow/design.v <==
`resetall
module extractor
#(  parameter MAX_BITWIDTH_QUANTIZED_DATA = 16,
    parameter MAX_BITWIDTH_VALID_BITS = (2**MAX_BITWIDTH_QUANTIZED_DATA) - 1,
    parameter MEMORY_BITWIDTH = 16, MEMORY_MASK = (2 ** MEMORY_BITWIDTH) -1 
) (
    input wire clk, rstn,
    input wire values_rdy,
    input wire [MAX_BITWIDTH_QUANTIZED_DATA-1:0] mask_valid_bits,  
    input wire [$clog2(MAX_BITWIDTH_QUANTIZED_DATA):0] bitwidth_d, 
    input wire [31:0] num_of_input_vals,
    input wire [MEMORY_BITWIDTH-1:0] value, 
    output wire out_rdy,   
    input wire next_module_rdy,
    output wire result_rdy,
    output wire [MAX_BITWIDTH_QUANTIZED_DATA-1:0] result
    ,output reg done 
);
    reg out__out_rdy,  transmitting_rdy;
    wire [MAX_BITWIDTH_QUANTIZED_DATA-1:0] out__quantized_value_maxbitwidth,  out__quantized_value_maxbitwidth_validbits;
    wire [MAX_BITWIDTH_QUANTIZED_DATA-1:0] out__next_quantized_value_maxbitwidth,  out__next_quantized_value_maxbitwidth_validbits;
    wire tmp__next_result_rdy, tmp__valid_bits_higher_byte__last_value, tmp__num_of_values_done;
    reg [MAX_BITWIDTH_QUANTIZED_DATA-1:0] result_delay; 
    reg tmp__result_rdy_delay;
    reg [6:0] cnt_shifts__invalid_bits;
    reg [3:0] tmp__fsm;  
    reg [31:0] tmp__num_of_vals;
    reg [(2*MEMORY_BITWIDTH)-1:0] loop_register__data;
    reg [(2*MEMORY_BITWIDTH)-1:0] loop_register__valid;
    wire tmp__result_rdy;
    wire tmp__valid_bits_lower_byte__anywhere_high, tmp__valid_bits_higher_byte__anywhere_high;
    wire lzd_z;
    wire [3:0] lzd_out;
    always @(posedge(clk)) begin
        if (!rstn)
        begin
            loop_register__valid <= 0;
            tmp__fsm <= 0;
            transmitting_rdy <= 1'b0;
            out__out_rdy <= 1'b0;
            tmp__num_of_vals <= 0;
            done <= 0;
        end
        else 
        begin
            if (out__out_rdy) begin
                out__out_rdy <= 1'b0;
            end
            else if(tmp__fsm == 0  && values_rdy) begin
                loop_register__data[MEMORY_BITWIDTH-1:0] <= value;
                loop_register__valid[MEMORY_BITWIDTH-1:0] <= MEMORY_MASK;
                out__out_rdy <= 1'b1;
            end
            else if(tmp__valid_bits_higher_byte__anywhere_high & values_rdy) begin
                out__out_rdy <= 1'b1;
                loop_register__data[2*MEMORY_BITWIDTH-1:MEMORY_BITWIDTH] <= value;
                loop_register__valid[2*MEMORY_BITWIDTH-1:MEMORY_BITWIDTH] <= MEMORY_MASK;
            end
            case (tmp__fsm)
                0: begin
                    if ( loop_register__valid[0] == 1) begin
                        tmp__fsm <= 1;
                    end
                end
                1: begin  
                    transmitting_rdy <= 1'b0;
                    if ( !tmp__num_of_values_done ) begin
                        if (loop_register__valid[(MEMORY_BITWIDTH)] == 1 && loop_register__valid[MEMORY_BITWIDTH-1] == 0 && loop_register__valid[0] == 1 ) begin
                            tmp__fsm <= 3;
                            cnt_shifts__invalid_bits <= 0;
                        end
                        else if(tmp__result_rdy && loop_register__valid != 0 ) begin
                                tmp__fsm <= 2;
                                transmitting_rdy <= 1'b1;
                        end
                    end
                    else begin
                        done <= 1'b1;
                    end 
                end 
                2: begin  
                        out__out_rdy <= 1'b0;
                    if (loop_register__valid[(2*MEMORY_BITWIDTH)-1] == 1 && loop_register__valid[MEMORY_BITWIDTH-1] == 0 ) begin
                        tmp__fsm <= 3;
                        cnt_shifts__invalid_bits <= lzd_out;
                        transmitting_rdy <= 1'b0;
                        tmp__num_of_vals <= tmp__num_of_vals +1;
                    end
                    else if (next_module_rdy) begin
                        transmitting_rdy <= 1'b1;
                        loop_register__data <= loop_register__data >> bitwidth_d;
                        loop_register__valid <= loop_register__valid >> bitwidth_d;
                        if(tmp__valid_bits_higher_byte__last_value & values_rdy) begin
                            tmp__fsm <= 4;
                            transmitting_rdy <= 1'b0;
                        end 
                        else if (!tmp__result_rdy || tmp__num_of_values_done) begin
                            tmp__fsm <= 1;
                            transmitting_rdy <= 1'b0;
                        end
                        else begin
                        end
                        tmp__num_of_vals <= tmp__num_of_vals +1;
                    end
                end
                3: begin  
                 transmitting_rdy <= 1'b0;
                    if(loop_register__valid[(2*MEMORY_BITWIDTH)-1] == 1 && loop_register__valid[MEMORY_BITWIDTH-1] == 0 ) begin
                        loop_register__data[MEMORY_BITWIDTH-1:0] <=  loop_register__data[MEMORY_BITWIDTH-1:0] << cnt_shifts__invalid_bits;
                        loop_register__valid[MEMORY_BITWIDTH-1:0] <=  loop_register__valid[MEMORY_BITWIDTH-1:0] << cnt_shifts__invalid_bits;
                        cnt_shifts__invalid_bits <= cnt_shifts__invalid_bits + bitwidth_d;
                    end
                    else begin
                        loop_register__data[2*MEMORY_BITWIDTH-1:0] <=  loop_register__data[2*MEMORY_BITWIDTH-1:0] >> cnt_shifts__invalid_bits ;
                        loop_register__valid[2*MEMORY_BITWIDTH-1:0] <=  loop_register__valid[2*MEMORY_BITWIDTH-1:0] >> cnt_shifts__invalid_bits;
                        tmp__fsm <= 1;
                    end
                end
                4: begin
                     transmitting_rdy <= 1'b0;
                        out__out_rdy <= 1'b1;
                        loop_register__data[2*MEMORY_BITWIDTH-1:MEMORY_BITWIDTH] <= value;
                        loop_register__valid[2*MEMORY_BITWIDTH-1:MEMORY_BITWIDTH] <= 16'hFFFF;
                        if (tmp__result_rdy) begin
                            tmp__fsm <= 2;
                            transmitting_rdy <= 1'b1;
                        end
                        else begin 
                            tmp__fsm <= 1;
                        end
                    end
                default: begin
                    tmp__fsm <= 0;
                end
            endcase
        end
    end
    assign result_rdy = transmitting_rdy ;
    assign  result = out__quantized_value_maxbitwidth; 
    assign out_rdy = out__out_rdy;
    assign tmp__num_of_values_done = tmp__num_of_vals > (num_of_input_vals -1) ? 1'b1 : 1'b0;
    assign tmp__result_rdy = (out__quantized_value_maxbitwidth_validbits == MAX_BITWIDTH_VALID_BITS) ? 1'b1 : 1'b0;
    assign tmp__next_result_rdy = (out__next_quantized_value_maxbitwidth_validbits == MAX_BITWIDTH_VALID_BITS) ? 1'b1 : 1'b0;
    assign tmp__valid_bits_higher_byte__anywhere_high = loop_register__valid[2*MEMORY_BITWIDTH-1:MEMORY_BITWIDTH] == 0 ? 1'b1 : 1'b0;
    assign tmp__valid_bits_higher_byte__last_value = mask_valid_bits >= loop_register__valid [2*MEMORY_BITWIDTH-1:MEMORY_BITWIDTH] ? 1'b1 : 1'b0;
    genvar l;
    generate
        for (l = 0; l < MAX_BITWIDTH_QUANTIZED_DATA; l = l+1) begin  
            assign out__quantized_value_maxbitwidth[l] = loop_register__data[l] && mask_valid_bits[l];
            assign out__quantized_value_maxbitwidth_validbits[l] =  !mask_valid_bits[l] || loop_register__valid[l];  
        end
    endgenerate
    generate
        for (l = 0; l < MAX_BITWIDTH_QUANTIZED_DATA; l = l+1) begin  
            assign out__next_quantized_value_maxbitwidth[l] = loop_register__data[l+bitwidth_d] && mask_valid_bits[l];
            assign out__next_quantized_value_maxbitwidth_validbits[l] =  !mask_valid_bits[l+bitwidth_d] || loop_register__valid[l];  
        end
    endgenerate
    lzd lzd_h (loop_register__valid[MEMORY_BITWIDTH-1:MEMORY_BITWIDTH-16], lzd_z, lzd_out);
endmodule
module lzd_4_2 (
	input wire [3:0] in,
	output wire [1:0] out,
	output wire zero
);
	assign out[0] = ~in[3] & ( ~in[2] & ~in[1] || in[2]);
	assign out[1] = ~(in[3] || in[2]);
	assign zero = (in == 0) ? 1'b1 : 1'b0;
endmodule
module lzd (
	input wire [15:0] in,
	output wire zero,
	output wire [3:0] out
);
wire [1:0] res_0, res_1, res_2, res_3, res_4;
wire z0, z1, z2, z3;
lzd_4_2 mod_lzd_0 (in[3:0], res_0, z0);
lzd_4_2 mod_lzd_1 (in[7:4], res_1, z1);
lzd_4_2 mod_lzd_2 (in[11:8], res_2, z2);
lzd_4_2 mod_lzd_3 (in[15:12], res_3, z3);
lzd_4_2 mod_lzd_4 ({~z3,~z2,~z1,~z0},res_4, zero);
assign out[3] = res_4[1];
assign out[2] = res_4[0]; 
assign out[1:0] = res_4[1:0]  == 2'b00 ? res_3 : (res_4[1:0]  == 2'b01 ? res_2 : (res_4[1:0]  == 2'b10 ? res_1 : res_0));
endmodule 
module tzd_4_2 (
	input wire [0:3] in,
	output wire [1:0] out,
	output wire zero
);
	assign out[0] = ~in[3] & ( ~in[2] & ~in[1] || in[2]);
	assign out[1] = ~(in[3] || in[2]);
	assign zero = (in == 0) ? 1'b1 : 1'b0;
endmodule
module tzd (
	input wire [15:0] in,
	output wire zero,
	output wire [3:0] out
);
wire [1:0] res_0, res_1, res_2, res_3, res_4;
wire z0, z1, z2, z3;
tzd_4_2 mod_lzd_0 (in[3:0], res_0, z0);
tzd_4_2 mod_lzd_1 (in[7:4], res_1, z1);
tzd_4_2 mod_lzd_2 (in[11:8], res_2, z2);
tzd_4_2 mod_lzd_3 (in[15:12], res_3, z3);
tzd_4_2 mod_lzd_4 ({~z3,~z2,~z1,~z0},res_4, zero);
assign out[3] = res_4[1];
assign out[2] = res_4[0]; 
assign out[1:0] = res_4[1:0]  == 2'b00 ? res_0 : (res_4[1:0]  == 2'b01 ? res_1 : (res_4[1:0]  == 2'b10 ? res_2 : res_3));
endmodule 
==> design/flow/run.sh <==
#!/bin/bash
# OpenROAD 26Q1-2900-gdf79404cd8, Yosys 0.63+post, stock flow scripts
make -C /OpenROAD-flow-scripts/flow DESIGN_CONFIG=/design/flow/config.mk WORK_HOME=/design/flow/orfs finish
==> design/flow/config.mk <==
export PLATFORM = sky130hd
export DESIGN_NAME = extractor
export DESIGN_NICKNAME = extractor
export VERILOG_FILES = /design/flow/design.v
export SDC_FILE = /design/flow/constraint.sdc
export NUM_CORES = 4
export LEC_CHECK = 1
export CORE_UTILIZATION = 40
==> design/flow/constraint.sdc <==
current_design extractor

set clk_period 17.5
set clk_io_pct 0.2

create_clock -name clk0 -period $clk_period [get_ports {clk}]

set non_clock_inputs [all_inputs -no_clocks]
set_input_delay [expr $clk_period * $clk_io_pct] -clock clk0 $non_clock_inputs
set_output_delay [expr $clk_period * $clk_io_pct] -clock clk0 [all_outputs]
==> run notes <==
impl run done, here's what came out: pin count of the biggest net entering global routing 52, Yosys warning count 1, post-DR wirelength/cell 30.3 µm, CTS clk-pin slew, worst paths 0.09 ns, Top Layer Used met5, share of cells above drive strength 1 0.0766, CORE AREA 32,600 µm², Hold-fix buffers, CTS 0, Pleak 5.54 nW, num rows 66, syn_area_per_cell 7.54 µm², CTS tree built, Setup-failing EPs final 0, M1 WL 27,700 µm, Yosys Instances 1,759, worst setup path end cnt_shifts__invalid_bits[4], r2r setup slk 13.09 ns, ys flops 111, FP Util 0.407, final hold slack 0.481 ns, Slowest-stage cell, CP a21oi_1, total number of vias 15,204, maxcap violations 0, Worst path depth 17, total gr overflow 0, Crit path max-delay family simple AND/OR/NAND/NOR gates, worst vdd ir 0.0000467 V, EDFF count, synth 39, dominant register cell dfxtp_1, most common cell in the netlist nor2_1, worst r2r src loop_register__valid[15], Final HPWL DP 50,600 µm, CP Max Fanout 7, clock sink total 111, Final Slew Violations 0, Chip Height 184 µm, internal power 0.530 mW, Worst EP required 17.52 ns, CP Buf/Inv Count 1, post-synth top area cell dfxtp_1, Psw 0.394 mW, register share of total power 0.375, die area 33,900 µm², clk root buf clkbuf_16, Max Buffers Root-to-Sink 2, biggest area cells dfxtp_1 11%, mux2i_1 10%, edfxtp_1 8.8%, FMAX 0.114 GHz, DR DRC count 0, RSZ-0062 raised after global routing false, Hold Fails Final Rpt 0, pwr dens 62.0 nW/µm², period utilization 0.503, DRT antenna net count 0, R2R depth 10, Cell Area, Synth 13,300 µm², status completed, critical path capture point type flip-flop, Slew HR 0.200, drt total wl 67,600 µm, top cells by count 164 x nor2_1, 156 x nand2_1, 132 x mux2i_1, Min-Delay Path Class flip-flop to flip-flop, placer congestion estimate 1.06, DRT Pass-1 Iters 6, Setup Skew 0.0171 ns, Syn Inst Count 1,759, Setup crit start kind primary input, Net Sw Frac 0.427, initial antenna violation count 5, die width 184 µm, combinational power share 0.382, unique cell type count in the Yosys netlist 88, async set-reset flop share out of synthesis 0, r2r endpoint loop_register__data[6], first-pass GRT wire length 97,900 µm, Layout Area Growth over Synthesis 12.4%, Post-CTS Resized 0, OpenROAD warning count 25, setup TNS 0 ns, CTS Buf Count 9, Insertion Delay late pin 0.39 ns, fin crit period 8.81 ns, crit path from num_of_input_vals[7], GR Util All Layers 0.411, Crit Path Category primary input to flip-flop, crit path DAT 8.82 ns, Yosys Chip Area 13,300 µm², Synth top area share 0.109, I/O Pins 92, number of antenna diodes 0, routed wl met3 7710 µm, vias in the first global route 14,273, Slew @ Worst Pin 1.20 ns, Synth Seq Share 0.197, Clock Power Share 0.243, WL met2 28,000 µm, # fillers 3,284, Via density 6.81, crit path cell chain clkdlybuf4s50_1 > or3_1 > or3_4 > nor4_2 > nand3_1 > or3_1 > or3_1 > xor2_1 > ha_1 > a21oi_1 > o21ai_0 > nand2b_1 > nand3_1 > or4b_2 > o211ai_1 > nand3_1 > a21oi_1, CP max stage delay 0.73 ns, IO buf count 91, H-tree levels 3, Post CTS Setup Buffer Count 0, DRT iter0 DRCs 1,812
-- final cells by class --
| cell class | count | area, µm² | area share |
|---|---|---|---|
| clock buffers | 9 | 225 | 0.0151 |
| clock inverters | 7 | 78.8 | 0.00529 |
| repair buffers | 150 | 1340 | 0.0901 |
| inverters | 54 | 203 | 0.0136 |
| well taps | 442 | 553 | 0.0371 |
| flip-flops and latches | 111 | 2610 | 0.175 |
| multi-input cells | 1458 | 9900 | 0.664 |
-- placed cells by master (no fill, tap or decap), drive strengths merged, types with 28 or more instances in the layout --
cell type / instances
nor2: 169
nand2: 156
o21ai: 139
mux2i: 132
a21oi: 107
clkdlybuf4s50: 89
dfxtp: 72
nand3: 62
buf: 61
ha: 55
inv: 55
nor3: 44
edfxtp: 39
a211oi: 34
xor2: 31
and2: 31
o211ai: 28
o22ai: 28
xnor2: 28
-- per-stage QoR --
step / std cells / area, µm² / util / total power, mW / setup WS, ns
final: 2231 / 14900 / 0.457 / 0.925 / 8.69
after global routing: 2231 / 14900 / 0.457 / 0.958 / 8.36
after CTS: 2231 / 14900 / 0.457 / 0.909 / 8.70
after detailed placement: 2215 / 14600 / 0.448 / 0.687 / 8.31
after global placement: 2215 / 14600 / 0.448 / 0.687 / 8.35
after floorplan: 1759 / 13300 / - / 0.539 / 9.52
-- cells by family after synthesis --
| logic type | share of synthesized area |
|---|---|
| and+or+nand+nor | 0.218 |
| AOI/OAI and AO/OA | 0.299 |
| buffers and inverters | 0.0588 |
| DFF | 0.197 |
| xor gates and xnor gates | 0.0389 |
| muxes | 0.134 |
| adders and majority gates | 0.0534 |
-- state kept, by name, summed over array words and instances, names as in the netlist --
signal and flops:
cnt_shifts__invalid_bits 7, out__out_rdy 1, tmp__num_of_vals 32, transmitting_rdy 1, loop_register__data 32, tmp__fsm 5
loop_register__valid 32, done 1
-- power groups by stage --
stage / registers (mW) / logic (mW) / clock network [mW]
after CTS: 0.342 / 0.341 / 0.226
after global routing: 0.347 / 0.375 / 0.237
final: 0.347 / 0.353 / 0.224
-- routing by layer --
| layer | track usage | vias up |
|---|---|---|
| met3 | 0.134 | 203 |
| li1 | - | 6765 |
| met5 | 0 | - |
| met4 | 0.208 | 8 |
| met1 | 0.567 | 7274 |
| met2 | 0.578 | 954 |
-- worst register-to-register path, stage by stage (launching register included) --
cell	delay [ns]
dfxtp_1	0.59
nand2b_1	0.19
buf_4	0.42
nand3_1	0.36
nand2_1	0.68
buf_4	0.46
mux2i_1	0.16
nand2_1	0.09
nand2_1	0.23
a2111oi_0	0.85
o21ai_1	0.11
-- worst min path at each step --
| stage | startpoint | endpoint | cells after the start |
|---|---|---|---|
| 4_1_cts | done | done | 1 |
| 5_1_grt | done | done | 1 |
| 6_report | done | done | 1 |
Power figures rest on the tool's default switching activity, not on a simulated workload.
